`design/flow/design.v`:
```
`timescale 1ns / 1ps
module Ctr(
    input [5:0]opCode,
	 output reg regDst,
	 output reg aluSrc,
	 output reg memToReg,
	 output reg regWrite,
	 output reg memRead,
	 output reg memWrite,
    output reg branch,
	 output reg [1:0]aluOp,
	 output reg jump
	 );
	 always @ (opCode)
	 begin
	 case(opCode)
	     6'b000010:  
		  begin
		      regDst = 0;
				aluSrc = 0;
				memToReg = 0;
				regWrite = 0;
				memRead = 0;
				memWrite = 0;
				branch = 0;
				aluOp = 2'b00;
				jump = 1;
			end
			6'b000000:  
		   begin
		      regDst = 1;
				aluSrc = 0;
				memToReg = 0;
				regWrite = 1;
				memRead = 0;
				memWrite = 0;
				branch = 0;
				aluOp = 2'b10;
				jump = 0;
			end
			6'b100011:  
		   begin
		      regDst = 0;
				aluSrc = 1;
				memToReg = 1;
				regWrite = 1;
				memRead = 1;
				memWrite = 0;
				branch = 0;
				aluOp = 2'b00;
				jump = 0;
			end
			6'b101011:  
		   begin
		      regDst = 1'b1;
				aluSrc = 1;
				memToReg = 1'b1;
				regWrite = 0;
				memRead = 0;
				memWrite = 1;
				branch = 0;
				aluOp = 2'b00;
				jump = 0;
			end
			6'b000100:  
		   begin
		      regDst = 1'b1;
				aluSrc = 0;
				memToReg = 1'b1;
				regWrite = 0;
				memRead = 0;
				memWrite = 0;
				branch = 1;
				aluOp = 2'b01;
				jump = 0;
			end
			default:
			begin
			    regDst = 0;
			    aluSrc = 0;
			    memToReg = 0;
			    regWrite = 0;
			    memRead = 0;
			    memWrite = 0;
			    branch = 0;
			    aluOp = 2'b00;
			    jump = 0;
			 end
		endcase
		end
endmodule
```
`design/flow/run.sh`:
```
#!/bin/bash
# OpenROAD 26Q1-2900-gdf79404cd8, Yosys 0.63+post, stock flow scripts
make -C /OpenROAD-flow-scripts/flow DESIGN_CONFIG=/design/flow/config.mk WORK_HOME=/design/flow/orfs finish
```
`design/flow/config.mk`:
```
export PLATFORM = sky130hd
export DESIGN_NAME = Ctr
export DESIGN_NICKNAME = Ctr
export VERILOG_FILES = /design/flow/design.v
export SDC_FILE = /design/flow/constraint.sdc
export NUM_CORES = 4
export LEC_CHECK = 1
export CORE_AREA = 10 10 70 70
export DIE_AREA = 0 0 80 80
```
`design/flow/constraint.sdc`:
```
current_design Ctr

set clk_period 1.2
set clk_io_pct 0.2

create_clock -name clk0 -period $clk_period

set non_clock_inputs [all_inputs -no_clocks]
set_input_delay [expr $clk_period * $clk_io_pct] -clock clk0 $non_clock_inputs
set_output_delay [expr $clk_period * $clk_io_pct] -clock clk0 [all_outputs]
```
==> results_dict.tcl <==
# collected from the flow reports
set metrics [dict create \
    outcome "complete, but fails checks" \
    violations "negative setup slack" \
    flop_area_um2 0 \
    dr.pass1.iters 2 \
    antenna_found_initial 0 \
    yosysTopAreaCell "nand4b_1" \
    ys_sh_aoi_pct 17.2 \
    diodes 0 \
    busiest_layer "met2" \
    dp_hpwl_um 623 \
    logic_family "simple AND/OR/NAND/NOR gates" \
    arrival_ns 1.26 \
    cap_violations 0 \
    finalWirelength_um 907 \
    cp_max_fo 2 \
    fin_area_um2 490 \
    grt_pass1_wl_um 1390 \
    viasPerCell 2.93 \
    cp-start-kind "primary input" \
    dpl_cell_area_um2 372 \
    die_x_um 80 \
    drc 0 \
    grt_start_max_net_pins 7 \
    path_class "primary input to primary output" \
    dp_slack_ns -1.04 \
    synthMuxAreaShare_pct 0 \
    antenna_left 0 \
    crit_start "opCode[0]" \
    synth-xor-area-share_pct 0 \
    ys_warn_count 1 \
    initCoreUtil_pct 3.41 \
    total_power_uw 109 \
    yosys-stat-cells 18 \
    first_iter_violations 13 \
    p_leak_uw 0.000211 \
    wl_per_cell_um 9.55 \
    rows 21 \
    cp.required_ns 0.96 \
    synth_area_um2 116 \
    finalCritPeriodShare_pct 125 \
    maxSlewViolCount 0 \
    ys_sh_adder_pct 0 \
    ys_area_um2 116 \
    gr-total-overflow 0 \
    top_cell_area_share_pct 15.1 \
    synth_cell_types 13 \
    layout.cells.non_filler 95 \
    cts_hold_buf 0 \
    place_congestion 0.723 \
    grtUsageMet3_pct 1.59 \
    grt_use_met1_pct 3.36 \
    hold_viol 0 \
    dp_cells 85 \
    ioPinCount 16 \
    topCellsByArea "nand4b_1 (15%), nor2_1 (13%), or3_4 (9.7%)" \
    fin_ws_ns -0.301 \
    ff_count 0 \
    lay_top_cells "buf_2 (12), buf_6 (10), buf_4 (8)" \
    hold_path.class "primary input to primary output" \
    irDropWorstVdd_mv 0.0376 \
    post-route-util_pct 14.4 \
    warnings 34 \
    holdCritStartpoint "opCode[5]" \
    critical_path.endpoint_type "primary output" \
    finalSetupViolations 9 \
    lay_top_count "buf_2" \
    fp.dieH_um 80 \
    postSynthCellCount 18 \
    grt_util_met2_pct 3.69 \
    relSlewSlack_pct 86.7 \
    syn_area_per_cell_um2 6.46 \
    core-area_mm2 0.00342 \
    port_buffers 16 \
    vias 278 \
    clkbuf_count 0 \
    timing_worst_slew_pin_value_ns 0.199 \
    max_freq_mhz 666 \
    fin_crit_ns 1.50 \
    ys_sh_simple_pct 79.6 \
    area_delta_synth_final_pct 322 \
    chip_area_mm2 0.00640 \
    grtUsageTotal_pct 2.56 \
    ys_seq_share_pct 0 \
    drive_above_1_share_pct 89.8 \
    grt_pass1_vias 284 \
    fillers 392 \
    powerDensity_mw_per_mm2 221 \
    rsz0062_at_grt "true" \
]
==> critical path, stage by stage <==
cell	delay, ns
buf_6	0.09
or4_4	0.54
buf_6	0.14
o22ai_2	0.12
buf_2	0.12
==> final timing paths <==
check / cells past startpoint / end / slack [ns]
worst max-delay path: 5 / memToReg / -0.30
worst min-delay path: 3 / jump / 0.71
==> synth_stat cells, drive strengths merged <==
master and count:
nand3 1, nor2 4, nor4b 1, inv 1
a21oi 1, nand2b 1, nor3 2, nand4b 2
or4 1, or3 2, o32ai 1, o22ai 1
==> logic make-up (layout without fill, tap and decap cells) <==
group	count (synthesis)	count (layout)
AND-OR/OR-AND	3	3
buffers and inverters	1	32
AND/OR/NAND/NOR	14	14
==> where the power goes <==
part,switching [uW],internal (uW),total (uW)
registers,0,0,0
logic,43.5,65.1,109
clock network,0,0,0
==> metal layers <==
metal  share of wire [%]  up-vias  wire length (um)
li1                    -      138                 -
met1                  48      127               437
met2                  36       13               325
met3                  16        0               144
met4                   0        0                 0
met5                   0        -                 0
==> what timing repair did <==
action	CTS	global route
buffers inserted	9	1
pin swaps	11	7
gates resized	79	7
setup endpoints to repair	10	10
==> stage by stage <==
stage	hold slack (ns)	setup TNS [ns]
after floorplan	0.493	0
after global placement	1.52	-9.06
after detailed placement	1.52	-9.05
after CTS	0.712	-1.72
after global routing	0.727	-2.27
final	0.715	-1.89
==> final cells by class <==
class | count | area (um^2) | share of cell area [%]
repair buffers | 31 | 248 | 50.5
inverters | 1 | 3.75 | 0.765
multi-input cells | 17 | 181 | 37.0
well taps | 46 | 57.6 | 11.7
No activity file was given, so power comes from the tool's default toggle rates.
